`design/flow/config.mk`:
```
export PLATFORM = sky130hd
export DESIGN_NAME = main
export DESIGN_NICKNAME = main
export VERILOG_FILES = /design/flow/design.v
export SDC_FILE = /design/flow/constraint.sdc
export NUM_CORES = 4
export LEC_CHECK = 1
export CORE_UTILIZATION = 40
```
`design/flow/constraint.sdc`:
```
current_design main

set clk_period 4.3
set clk_io_pct 0.2

create_clock -name clk0 -period $clk_period [get_ports {clk}]

set non_clock_inputs [all_inputs -no_clocks]
set_input_delay [expr $clk_period * $clk_io_pct] -clock clk0 $non_clock_inputs
set_output_delay [expr $clk_period * $clk_io_pct] -clock clk0 [all_outputs]
```
`design/flow/design.v`:
```
`timescale 10ns / 1ns
module clock_divider(
    input wire clk,
    input wire rst,
    output reg clkTime,
    output reg clkAdj,
    output reg clkLED,
    output reg clkDis
    );
    reg [31:0] countTime;
    reg [31:0] countAdj;
    reg [31:0] countLED;
    reg [31:0] countDis;
    always@(posedge clk)
    begin
        if (rst)
        begin
            countTime <= 0;
            countAdj <= 0;
            countLED <= 0;
            countDis <= 0;
            clkTime <= 0;
            clkAdj <= 0;
            clkLED <= 0;
            clkDis <= 0;
        end
        if (countDis == 100000)
        begin
            clkDis <= ~clkDis;
            countDis <= 0;
        end
        else
        begin
            countDis <= countDis + 1;
        end
        if (countLED == 10000000)
        begin
            clkLED <= ~clkLED;
            countLED <= 0;
        end
        else
        begin
            countLED <= countLED + 1;
        end
        if (countAdj == 25000000)
        begin
            clkAdj <= ~clkAdj;
            countAdj <= 0;
        end
        else
        begin
            countAdj <= countAdj + 1;
        end
        if (countTime == 50000000)
        begin
            clkTime <= ~clkTime;
            countTime <= 0;
        end
        else
        begin
            countTime <= countTime + 1;           
        end
    end
endmodule
module counter(
    input wire clkAdj,  
    output reg pause,
    input wire sel,
    input wire adj,
    input wire clkDis,     
    input wire rstB,    
    input wire pauseB,  
    output reg [2:0] m10,
    output reg [3:0] m1,
    output reg [2:0] s10,
    output reg [3:0] s1
    );
    reg clk1 = 1;
    reg rst = 0;
    reg [2:0] stepRst, stepPause;
    reg pauseFlip;
    initial 
    begin
        m10 <= 3'b000;
        m1 <= 4'b0000;
        s10 <= 3'b000;
        s1 <= 4'b0000;
    end
    always @(posedge clkAdj) 
    begin
        if(pause)
        begin
        end
        else if(rst) 
        begin
        end
        else if(adj)
        begin
            if(sel)  
            begin
                s1 <= s1 +1;
                if(s1 == 9)
                begin
                    s10 <= s10+1;
                    s1 <= 0;
                    if(s10 == 5)
                    begin
                        s10 <= 0;
                    end
                end
            end 
            else
            begin
                m1 <= m1 +1;
                if(m1 == 9)
                begin
                    m10 <= m10+1;
                    m1 <= 0;
                    if(m10 == 5)
                    begin
                        m10 <= 0;
                    end
                end
            end
        end
        else if (clk1)
        begin
            s1 <= s1 + 1;
            if (s1 == 9)
            begin
                s10 <= s10 + 1;
                s1 <= 0;
                if (s10 == 5)
                begin
                    m1 <= m1 + 1;
                    s10 <= 0;
                    if (m1 == 9)
                    begin
                        m10 <= m10 + 1;
                        m1 <= 0;
                        if (m10 == 5)
                        begin
                            m10 <= 0;
                        end
                    end
                end
            end
        end 
        clk1 <= ~clk1;
    end
    always @(posedge clkDis)
    begin
        if (rst) 
        begin
            stepRst   <= 3'b000;
            stepPause <= 3'b000;
        end
        else 
        begin
            stepRst   <= {rstB, stepRst[2:1]};
            stepPause <= {pauseB, stepPause[2:1]};
        end
    end
    always @(posedge clkDis)
    begin
        if (rst) 
        begin
            rst   <= 1'b0;
            pause <= 1'b0;
            m10 <= 3'b000;
            m1 <= 4'b0000;
            s10 <= 3'b000;
            s1 <= 4'b0000;
        end 
        else if (pauseFlip)
        begin
            pause <= ~pause;
            pauseFlip <= 1'b0;
        end
        else 
        begin
            rst   <= ~stepRst[0]   & stepRst[1];
            pauseFlip <= ~stepPause[0] & stepPause[1];
        end
    end
endmodule
`timescale 10ns / 1ns
module display(
    input wire clkDis,
    input wire clkLED,
    input wire [2:0] m10,
    input wire [3:0] m1,
    input wire [2:0] s10,
    input wire [3:0] s1,
    input wire adj,
    input wire sel,
    output reg [6:0] seg,
    output reg [3:0] an
    );
    reg [1:0] digit_select;    
    reg secStop = 0;
    reg minStop = 0;
    always @(posedge clkLED) begin
        if (adj && sel)
            secStop <= ~secStop;
        else 
            secStop <= 0;
        if (adj && ~sel)
            minStop <= ~minStop;
        else 
            minStop <= 0;
    end
    always @(posedge clkDis) begin
        case (digit_select)
            2'b00: begin
                an = 4'b0111;   
                if(~minStop)
                begin
                    case (m10)
                        3'b000: seg = 7'b1000000;
                        3'b001: seg = 7'b1111001;
                        3'b010: seg = 7'b0100100;
                        3'b011: seg = 7'b0110000;
                        3'b100: seg = 7'b0011001;
                        3'b101: seg = 7'b0010010;
                    endcase
                end
                else
                begin
                    seg = 7'b0000000;
                end
            end
            2'b01: begin
                an = 4'b1011;   
                if(~minStop)
                begin
                    case (m1)
                        4'b0000: seg = 7'b1000000;
                        4'b0001: seg = 7'b1111001;
                        4'b0010: seg = 7'b0100100;
                        4'b0011: seg = 7'b0110000;
                        4'b0100: seg = 7'b0011001;
                        4'b0101: seg = 7'b0010010;
                        4'b0110: seg = 7'b0000010;
                        4'b0111: seg = 7'b1111000;
                        4'b1000: seg = 7'b0000000;
                        4'b1001: seg = 7'b0010000;
                    endcase
                end
                else
                begin
                    seg = 7'b0000000;
                end
            end
            2'b10: begin
                an = 4'b1101;   
                if(~secStop)
                begin
                    case (s10)
                        3'b000: seg = 7'b1000000;
                        3'b001: seg = 7'b1111001;
                        3'b010: seg = 7'b0100100;
                        3'b011: seg = 7'b0110000;
                        3'b100: seg = 7'b0011001;
                        3'b101: seg = 7'b0010010;
                    endcase
                end
                else
                begin
                    seg = 7'b0000000;
                end
            end
            2'b11: begin
                an = 4'b1110;   
                if(~secStop)
                begin
                    case (s1)
                    4'b0000: seg = 7'b1000000;
                    4'b0001: seg = 7'b1111001;
                    4'b0010: seg = 7'b0100100;
                    4'b0011: seg = 7'b0110000;
                    4'b0100: seg = 7'b0011001;
                    4'b0101: seg = 7'b0010010;
                    4'b0110: seg = 7'b0000010;
                    4'b0111: seg = 7'b1111000;
                    4'b1000: seg = 7'b0000000;
                    4'b1001: seg = 7'b0010000;
                endcase
                end
                else
                begin
                    seg = 7'b0000000;
                end
            end
        endcase
        digit_select <= digit_select + 1;
    end
endmodule
`timescale 10ns / 1ns
module adjust_led(
    input wire clkLED,
    input wire adj,
    output reg adjLED
    );
    always @(posedge clkLED) begin
        if(adj)
        begin
            adjLED <= ~adjLED;
        end
        else
        begin
            adjLED <= 0;
        end
    end
endmodule
`timescale 10ns / 1ns
module main(
    input clk,
    input btnR,
    input btnC,
    input selSwitch,
    input adjSwitch,
    output adjLED,
    output pauseLED,
    output rstLED,
    output [6:0] seg,
    output [3:0] an
);
    wire [31:0] clkTime;
    wire [31:0] clkAdj;
    wire [31:0] clkLED;
    wire [31:0] clkDis;
    wire [2:0] m10;
    wire [3:0] m1;
    wire [2:0] s10;
    wire [3:0] s1;
    wire rst;
    wire pause;
    clock_divider my_cd(clk, rst, clkTime, clkAdj, clkLED, clkDis);
    adjust_led my_adjust_led(clkLED, adjSwitch, adjLED);
    counter my_counter(clkAdj,pause, selSwitch, adjSwitch, clkDis,btnR, btnC, m10, m1, s10, s1);
    display my_display(clkDis, clkAdj, m10, m1, s10, s1, adjSwitch, selSwitch, seg, an);
endmodule
```
`design/flow/run.sh`:
```
#!/bin/bash
# OpenROAD 26Q1-2900-gdf79404cd8, Yosys 0.63+post, stock flow scripts
make -C /OpenROAD-flow-scripts/flow DESIGN_CONFIG=/design/flow/config.mk WORK_HOME=/design/flow/orfs finish
```
==> out/results.ini <==
[yosys]
ys_top_cells_by_area = dfxtp_1 47%, xnor2_1 11%, nand4_1 5.9%
yosys_cells = 490
synth_cell_types = 36
synthArstFlopShare_pct = 0
synth_cells = 490
synth_flop_count = 109
yosys_warnings = 44
edf_count = 0
yosys_area_um2 = 4630
largest_area_cell = dfxtp_1
netlist_area_um2 = 4630
ys_seq_share_pct = 47.1
syn_area_per_cell_um2 = 9.45
flop_cell = dfxtp_1
synth.top_cell.area_share_pct = 47.1

[final_timing]
relSlewSlack_pct = 35.3
finalHoldViolCount = 0
min_period_ns = 2.31
period_used_pct = 53.8
hold_slack_ns = 0.409
skew_ns = 0.00555
worst_pin_slew_ns = 0.961
untimed_endpoints = 16
tns_ns = 0
drv_slew = 0
fmax_mhz = 433
unclocked_pins = 10
setup_viol = 0
rsz0062_at_grt = false

[global_routing]
grt_usage_pct = 14.6
grt_max_degree = 17
grt-ovfl-total = 0
grt_pass1_vias = 3028
antenna_found_initial = 0
grt_pass1_wl_um = 13800

[drt]
m1WireLength_um = 4080
post_drt_wl_per_cell_um = 12.1
num_vias = 3327
drt_iter0_markers = 156
routed_wl_um = 7850
wl_met3_um = 264
highest_layer = met4
dr.pass1.iters = 5
diodes = 0
vias_per_cell = 5.12
ant_nets = 0
wl_met2_um = 3420
route.detailed.drc = 0

[final_layout]
logic_area_um2 = 2310
final_cell_area_um2 = 5170
fillers = 1007
regArea_um2 = 2180
syn_to_final_growth_pct = 11.6
final_util_pct = 46.7
drive_gt1_share_pct = 5.49

[floorplan]
rows = 38
num_io_pins = 19
dieWidth_um = 110
core_um2 = 11100
fp_util_pct = 41.8
die_y_um = 110
dieArea_um2 = 12000

[job]
tool_warnings = 35
maxCapViolations = 0

[clock_network]
cts_buffer_depth = 2
cts_max_level = 3
clk_pin_slew_worst_paths_ns = 0.06
post_cts_resized = 0
cts_hold_buf = 0
cts-root-buf = clkbuf_16
post_cts_buffers = 0
cts_buffers = 9
cts_tree = yes
clkLatencyLatePin_ns = 0.34

[place]
port_buffers = 8
gp_congestion = 0.831
place_area_um2 = 4860
hpwl_um = 5500

[setup_path]
crit_chain = nand4_1 -> or4_1 -> or4_1 -> a21oi_1
setup.worst_path.end_class = flop
path_class = reg2reg
cpPeakStageDelay_ns = 0.75
arrival_ns = 2.58
critPathTopFamily = simple AND/OR/NAND/NOR gates
path_common_cell = or4_1
worstPathRequired_ns = 4.57
critPathMaxFanout = 11
start_kind = flop
critPathSlowestCell = or4_1
path_buffers = 0

[power]
power.density_nw_per_um2 = 334
ir_drop_mv = 0.390
netSwitchingFraction_pct = 19.6
p_comb_share_pct = 0.2
pwr-share-seq_pct = 53.1
clkPwrFrac_pct = 46.7
p_sw_uw = 338
p_int_uw = 1390
power.leakage_uw = 0.00183

[run_status]
status = finished, final reports clean

[hold_path]
worstHoldPathType = reg2reg

-- routing by layer --
| layer | vias to the layer above | track usage (%) |
|---|---|---|
| met1 | 1518 | 23.2 |
| met3 | 6 | 2.90 |
| li1 | 1756 | - |
| met4 | 0 | 1.90 |
| met5 | - | 0 |
| met2 | 47 | 21.4 |
-- Yosys cell counts (2+ instances only) --
cell	n
a21oi_1	11
and2_1	8
and3_1	10
and4_1	7
buf_4	8
clkbuf_1	6
dfxtp_1	109
ha_1	12
inv_1	20
mux2i_1	2
nand2_1	25
nand3_1	26
nand4_1	44
nand4b_1	2
nor2_1	42
nor2b_1	6
nor3_1	9
nor4_1	21
nor4_2	2
nor4b_1	4
nor4bb_1	2
o21ai_0	8
o31ai_1	3
or3_1	7
or3_2	2
or4_1	8
xnor2_1	59
xor2_1	19
-- sequential cells by signal, indices dropped and copies added, names as in the netlist --
name and flops:
my_cd.countDis 32, my_display.minStop 1, my_display.an 4, my_cd.countLED 32
my_cd.clkAdj 1, my_cd.countAdj 32, my_cd.clkLED 1, my_adjust_led.adjLED 1
my_display.secStop 1, my_display.digit_select 2, my_display.seg 1, my_cd.clkDis 1
-- cell families (layout without fill, tap and decap cells) --
logic type | after synthesis | in the layout | synth area share (%)
and+or+nand+nor | 229 | 229 | 28.0
other | 1 | 8 | 0.0810
DFF | 109 | 109 | 47.1
xor gates and xnor gates | 78 | 78 | 14.8
muxes | 2 | 2 | 0.432
buffers and inverters | 36 | 49 | 3.62
adders and majority gates | 12 | 12 | 3.24
AOI/OAI and AO/OA | 23 | 23 | 2.73
-- power groups by stage --
stage	registers (uW)	logic (uW)	clock network, uW
final	917	3.63	805
after global routing	916	4.40	873
after CTS	916	3.78	831
-- layout by cell type, fill, tap and decap left out, types with 6 or more instances in the layout --
master           synthesis  layout
dfxtp_1                109     109
xnor2_1                 59      59
nand4_1                 44      44
nor2_1                  42      42
nand3_1                 26      26
nand2_1                 25      25
nor4_1                  21      20
inv_1                   20      20
xor2_1                  19      19
ha_1                    12      12
a21oi_1                 11      11
and3_1                  10      10
nor3_1                   9       9
clkbuf_16                0       9
and2_1                   8       8
or4_1                    8       8
o21ai_0                  8       8
conb_1                   1       8
clkdlybuf4s50_1          0       8
or3_1                    7       7
and4_1                   7       7
nor2b_1                  6       6
-- per-stage QoR --
step	total power (uW)	cells	setup slack, ns
after floorplan	944	497	2.27
after global placement	941	634	2.06
after detailed placement	941	634	2.01
after CTS	1750	650	1.97
after global routing	1790	650	1.87
final	1730	650	1.99
-- path summary, 6_finish.rpt --
path,from,to,slack [ns],cells after the start
setup / recovery,my_cd.countAdj[4],my_cd.countAdj[22],1.99,4
hold / removal,my_cd.clkLED,my_cd.clkLED,0.41,1
setup reg to reg,my_cd.countAdj[4],my_cd.countAdj[22],1.99,4
hold reg to reg,my_cd.clkLED,my_cd.clkLED,0.41,1
-- cell type report --
cell class,instances,share of cell area (%)
clock inverter,5,1.21
timing repair buffer,13,2.28
sequential,109,42.2
inverter,20,1.45
clock buffer,11,4.70
multi-input combinational,352,44.8
tap,140,3.39
Power is estimated from default activity; no workload was simulated.
