==> ./design.v <==
module debouncerCount(
    input wire clk,  
    input wire rstB,
    input wire pauseB,
    input wire selB,
    input wire adjB,
    output reg rst,
    output reg pause,
    output reg sel,
    output reg adj
    );
    reg[4:0] stepRst;
    reg[4:0] stepPause;
    reg[4:0] stepSel;
    reg[4:0] stepAdj;
    integer rstCount;
    integer pauseCount;
    integer selCount;
    integer adjCount;
    initial 
    begin
        stepRst <= 5'b00000;
        stepPause <= 5'b00000;
        stepSel <= 5'b00000;
        stepAdj <= 5'b00000;
        rstCount <= 0;
        pauseCount <= 0;
        selCount <= 0;
        adjCount <= 0;
    end
    always @(posedge clk) 
    begin
        if(rstB)
        begin
            if(stepRst[4] == 0)
            begin
                rstCount <= rstCount + 1;
            end
        end
        else
        begin
            if(stepRst[4] == 1)
            begin
                rstCount <= rstCount - 1;
            end
        end
        if(rstCount >= 3)
        begin
            rst <= 1;
        end
        else
        begin
            rst <= 0;
        end
        if(pauseB)
        begin
            if(stepPause[4] == 0)
            begin
                pauseCount <= pauseCount + 1;
            end
        end
        else
        begin
            if(stepPause[4] == 1)
            begin
                pauseCount <= pauseCount - 1;
            end
        end
        if(pauseCount >= 3)
        begin
            pause <= 1;
        end
        else
        begin
            pause <= 0;
        end
        if(selB)
        begin
            if(stepSel[4] == 0)
            begin
                selCount <= selCount + 1;
            end
        end
        else
        begin
            if(stepSel[4] == 1)
            begin
                selCount <= selCount - 1;
            end
        end
        if(selCount >= 3)
        begin
            sel <= 1;
        end
        else
        begin
            sel <= 0;
        end
        if(adjB)
        begin
            if(stepAdj[4] == 0)
            begin
                adjCount <= adjCount + 1;
            end
        end
        else
        begin
            if(stepAdj[4] == 1)
            begin
                adjCount <= adjCount - 1;
            end
        end
        if(adjCount >= 3)
        begin
            adj <= 1;
        end
        else
        begin
            adj <= 0;
        end
        stepRst <= {stepRst[3:0], rstB};
        stepPause <= {stepPause[3:0], pauseB};
        stepSel <= {stepSel[3:0], selB};
        stepAdj <= {stepAdj[3:0], adjB};
    end
endmodule
==> ./run.sh <==
#!/bin/bash
# OpenROAD 26Q1-2900-gdf79404cd8, Yosys 0.63+post, stock flow scripts
make -C /OpenROAD-flow-scripts/flow DESIGN_CONFIG=/design/flow/config.mk WORK_HOME=/design/flow/orfs finish
==> ./config.mk <==
export PLATFORM = sky130hd
export DESIGN_NAME = debouncerCount
export DESIGN_NICKNAME = debouncerCount
export VERILOG_FILES = /design/flow/design.v
export SDC_FILE = /design/flow/constraint.sdc
export NUM_CORES = 4
export LEC_CHECK = 1
export CORE_UTILIZATION = 40
==> ./constraint.sdc <==
current_design debouncerCount

set clk_period 9.8
set clk_io_pct 0.2

create_clock -name clk0 -period $clk_period [get_ports {clk}]

set non_clock_inputs [all_inputs -no_clocks]
set_input_delay [expr $clk_period * $clk_io_pct] -clock clk0 $non_clock_inputs
set_output_delay [expr $clk_period * $clk_io_pct] -clock clk0 [all_outputs]
==> job_summary.md <==
## Implementation flow summary

| Metric | Value |
|---|---|
| Routed WL | `between 20000 and 25000 µm` |
| CTS sink cnt | `152` |
| CTS tree | `built` |
| GPL Wtd Cong | `approximately 0.9` |
| Initial antenna violation count | `0` |
| Post-Synthesis Cells | `between 1k and 1.5k` |
| Hold Crit Start | `stepPause[0]` |
| WP data arrival | `~5.5 ns` |
| Ports | `9` |
| Tool warnings | `25` |
| Max Root-Sink Buffers | `2` |
| Post-route design area | `between 10000 and 15000 µm²` |
| Dpl hpwl | `14720 µm` |
| Filler cells | `~2.4k` |
| Via Count | `7850` |
| Setup TNS | `0 ns` |
| Pwr per Cell Area | `around 370 nW/µm²` |
| Top cells by area | `edfxtp_1 (36%), ha_1 (14%), xnor2_1 (6.6%)` |
| Final Cycle Share | `a little over half` |
| Violation count after the first detailed-routing iteration | `467` |
| RSZ-0062 raised after global routing | `false` |
| Reg2reg start | `selCount[0]` |
| Status | `finished clean` |
| Registers, synthesis | `approximately 150` |
| Slew Limit Fails | `0` |
| Post-cts gate resize count | `0` |
| Chip area | `about 28000 µm²` |
| DRC Markers | `0` |
| Total congestion overflow | `0` |
| ANT cells | `0` |
| Max Fclk | `roughly 190 MHz` |
| Clock transition at path regs | `approximately 0.070 ns` |
| Hold path cells | `0` |
| Storage cell area | `roughly 4300 µm²` |
| Number of I/O port buffers | `8` |
| Yosys cell types | `between 60 and 70` |
| Fp_density | `between 40% and 50%` |
| Combinational Area | `about 6300 µm²` |
| CORE AREA | `roughly 26000 µm²` |
| Tmin final | `around 5.3 ns` |
| Pleak | `~4.8 nW` |
| HP Class | `flop to flop` |
| Crit-path max FO | `30` |
| First-pass iteration count of the detailed router | `5` |
| Count of library flops with an enable pin | `roughly 130` |
| Largest net degree at the start of global routing | `33` |
| Antenna-violating nets left | `0` |
| Maximum vdd drop | `0.1264 mV` |
| Setup Fix Bufs, Post-CTS | `0` |
| Max Cap Violations | `0` |
| Hold endpoint | `stepPause[1]` |
| Async SR Flop Fraction | `0%` |
| Vias in the first global route | `approximately 7.4k` |
| Worst Setup Start Kind | `input port` |
| Total CTS buffers | `17` |
| # Cells Yosys | `between 1k and 1.5k` |
| FF-to-FF setup slack | `about 6.7 ns` |
| Post-synthesis sequential area ratio | `40.04%` |
| Area Growth Syn to Fin | `11.06%` |
| RR Endpoint | `selCount[30]` |
| DR vias/cell | `5.467` |
| Worst Max-Slew Pin Slew | `around 0.49 ns` |
| Routed wire per std cell | `~14 µm` |
| Post-synth top area cell | `edfxtp_1` |
| CP endpoint kind | `flop` |
| Die Ht | `~170 µm` |
| Global-route wire length before repair | `between 30000 and 40000 µm` |
| Placed cell areas | `about 11000 µm²` |
| Die Wd | `about 170 µm` |
| Yosys stat chip area | `around 11000 µm²` |
| Top FF cell, synth | `edfxtp_1` |
| Site Rows | `around 59` |
| Clock Skew | `about 0.011 ns` |
| Worst Path Required | `around 10 ns` |
| Syn Area/Cell | `10.14 µm²` |
| Root Driver | `clkbuf_16` |
| Syn. warnings | `1` |
| Htree depth | `4` |
| Cell count of the worst reg-to-reg path | `11` |
| Top cell area share | `35.59%` |
| Max_slew headroom | `66.35%` |
| Synthesized area | `approximately 11000 µm²` |
| Critical path class | `input port to flop` |
| Final Core Density | `between 40 and 50%` |
| Total power | `4.397 mW` |
| Proportion of layout cells with a drive suffix above 1 | `between 5 and 6%` |
| Hold-fix buffers at CTS | `0` |
| Clk latency late pin | `about 0.42 ns` |
| Hold Vio Cnt, Final | `0` |
| All-Layer GR Usage | `15.80%` |
| Final setup viols | `0` |
critical path, stage by stage:
cell	delay (ns)
clkdlybuf4s50_1	0.71
inv_1	0.07
buf_4	0.27
ha_1	0.42
a21oi_1	0.24
o21ai_0	0.15
or3_1	0.32
o21ai_0	0.29
o221ai_1	0.27
a211oi_1	0.35
o21ai_0	0.14
a21oi_1	0.19
xnor2_1	0.08
per-layer routing:
layer	vias to the layer above	track usage [%]	share of wire, %	wire length [µm]
li1	4118	-	-	-
met2	108	23.17	43	8779
met1	3609	26.65	53	10770
met3	15	2.525	3.3	675
met4	0	1.449	0.97	199
met5	-	0	0	0
Yosys cell counts, types with 24 or more instances:
cell type	instances
dfxtp_1	24
o21ai_0	52
inv_1	53
xor2_1	36
xnor2_1	81
edfxtp_1	128
ha_1	120
a21o_1	47
nand2_1	61
a21oi_1	113
nor2_1	63
nand3_1	24
sequential cells by signal, summed over array words and instances (netlist names):
signal	flops
rstCount	32
rst	1
pauseCount	32
stepPause	5
stepRst	5
sel	1
stepAdj	5
adj	1
selCount	32
adjCount	32
stepSel	5
pause	1
cells in the final DEF, fill, tap and decap left out, types with 17 or more instances in the layout:
cell	count
nand2_1	61
ha_1	120
a21o_1	47
dfxtp_1	24
edfxtp_1	128
nand3_1	24
a21oi_1	113
nor4_1	23
nor3_1	20
o21ai_0	52
xor2_1	32
inv_1	53
o21bai_1	21
xnor2_1	81
clkbuf_16	17
nor2_1	63
where the power goes:
group          leakage (nW)  switching [mW]  internal, mW
combinational          3.05            1.30          1.06
clock                 0.296           0.292         0.387
sequential             1.45           0.171          1.19
worst max-delay path by stage:
stage | startpoint | to | slack [ns] | depth (start not counted)
5_1_grt | selB | selCount[30] | 4.18 | 13
4_1_cts | selB | selCount[30] | 4.50 | 13
6_report | selB | selCount[30] | 4.49 | 13
cells by family after synthesis:
group	Yosys count	share of synthesized area, %
and+or+nand+nor	258	11.77
DFF	152	40.04
buffers and inverters	65	2.259
xor gates and xnor gates	117	9.489
AOI/OAI and AO/OA	348	21.70
muxes	1	0.09269
adders and majority gates	124	14.64
through the flow:
step	worst slack (ns)	hold WS, ns	instances
6_report	4.494	0.3253	1436
5_1_grt	4.182	0.3365	1436
4_1_cts	4.505	0.3249	1436
3_5_place_dp	4.040	0.3121	1404
3_3_place_gp	4.072	0.3106	1404
2_1_floorplan	4.924	0.3096	1065
final cells by class:
| cell class | count | share of cell area (%) |
|---|---|---|
| clock buffer | 17 | 3.547 |
| clock inverter | 15 | 1.502 |
| inverter | 53 | 1.659 |
| multi-input combinational | 848 | 52.58 |
| sequential | 152 | 36.05 |
| tap | 335 | 3.495 |
| timing repair buffer | 16 | 1.168 |
Power and IR drop assume default switching activity.
