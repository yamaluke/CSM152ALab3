--- constraint.sdc ---
current_design counterV1

set clk_period 3.2
set clk_io_pct 0.2

create_clock -name clk0 -period $clk_period [get_ports {clk}]

set non_clock_inputs [all_inputs -no_clocks]
set_input_delay [expr $clk_period * $clk_io_pct] -clock clk0 $non_clock_inputs
set_output_delay [expr $clk_period * $clk_io_pct] -clock clk0 [all_outputs]
--- config.mk ---
export PLATFORM = sky130hd
export DESIGN_NAME = counterV1
export DESIGN_NICKNAME = counterV1
export VERILOG_FILES = /design/flow/design.v
export SDC_FILE = /design/flow/constraint.sdc
export NUM_CORES = 4
export LEC_CHECK = 1
export CORE_AREA = 10 10 83 83
export DIE_AREA = 0 0 93 93
--- design.v ---
`timescale 10ns / 1ns
module counterV1(
    input wire clk,  
    input wire rst,
    input wire pause,
    input wire sel,
    input wire adj,
    output reg [2:0] m10,
    output reg [3:0] m1,
    output reg [2:0] s10,
    output reg [3:0] s1
    );
    reg clk1 = 1;
    initial 
    begin
        m10 <= 3'b000;
        m1 <= 4'b0000;
        s10 <= 3'b000;
        s1 <= 4'b0000;
    end
    always @(posedge clk) 
    begin
        if(pause)
        begin
        end
        else if(rst) 
        begin
            m10 <= 3'b000;
            m1 <= 4'b0000;
            s10 <= 3'b000;
            s1 <= 4'b0000;
        end
        else if(adj)
        begin
            if(sel)  
            begin
                s1 <= s1 +1;
                if(s1 == 9)
                begin
                    s10 <= s10+1;
                    s1 <= 0;
                    if(s10 == 5)
                    begin
                        s10 <= 0;
                    end
                end
            end 
            else
            begin
                m1 <= m1 +1;
                if(m1 == 9)
                begin
                    m10 <= m10+1;
                    m1 <= 0;
                    if(m10 == 5)
                    begin
                        m10 <= 0;
                    end
                end
            end
        end
        else if (clk1)
        begin
            s1 <= s1 + 1;
            if (s1 == 9)
            begin
                s10 <= s10 + 1;
                s1 <= 0;
                if (s10 == 5)
                begin
                    m1 <= m1 + 1;
                    s10 <= 0;
                    if (m1 == 9)
                    begin
                        m10 <= m10 + 1;
                        m1 <= 0;
                        if (m10 == 5)
                        begin
                            m10 <= 0;
                        end
                    end
                end
            end
        end 
        clk1 <= ~clk1;
    end
endmodule
--- run.sh ---
#!/bin/bash
# OpenROAD 26Q1-2900-gdf79404cd8, Yosys 0.63+post, stock flow scripts
make -C /OpenROAD-flow-scripts/flow DESIGN_CONFIG=/design/flow/config.mk WORK_HOME=/design/flow/orfs finish
==> flow_summary.ini <==
; flow metrics
[status]
status = completed

[synth]
synth-area-yosys_um2 = 816
yosysUniqueCellTypes = 25
yosys-stat-cells = 72
syn-cell-area_um2 = 816
synth.avg_cell_area_um2 = 11.3
synth.yosys.warnings = 1
ys_seq_elements = 15
synthCells = 72
yosys.stat.seqShare_pct = 54.0
synth_top_area_share_pct = 51.5
yosysTopAreaCell = edfxtp_1
synthTopCellsByArea = edfxtp_1 52%, ha_1 6.1%, a21oi_1 3.7%, nand2_1 3.7%, nand4b_4 2.9%

[route]
vias = 596
drt_iter0_markers = 37
drt_wl_total_mm = 1.76
antenna_left = 0
vias_per_cell = 3.66
drc = 0
wl_per_cell_um = 10.8
diodes = 0
dr.pass1.iters = 4

[worst_setup_path]
critPathRequiredTime_ns = 3.08
cp_max_fo = 13
cp.arrival_ns = 2.18
end_kind = register
path_class = in2reg
cp-start-kind = input port

[power]
irDropWorstVdd_v = 0.000177
finalPower_uw = 448
power.density_nw_per_um2 = 397
p_leak_nw = 0.398

[floorplanning]
dieArea_um2 = 8650
fp_util_pct = 15.9
die_h_um = 93
core-area_um2 = 5140
die_width_um = 93
io-pin-count = 19
fp-row-count = 26

[timing]
worst_pin_slew_ns = 0.731
fin_crit_ns = 2.30
finalClockPeriodUsage_pct = 71.9
finClkSkew_ns = 0.00333
setup_viol = 0
setup_tns_ns = 0
fmax_mhz = 434
timing.final.ws_setup_ns = 0.898
rsz0062_at_grt = false
whs_ns = 0.395
relSlewSlack_pct = 51.0
final_max_slew_viol_count = 0
hold_violations = 0

[placed_design]
placed_cells = 159
pre_cts_ws_ns = 0.642
numPortBuffers = 18
placed_area_um2 = 1080
post-dp-hpwl_mm = 1.36
finalWeightedCongestion = 0.728

[grt]
use_met3_pct = 2.91
top_usage_layer = met1
grt_pass1_vias = 594
overflow = 0
grt_pass1_wl_mm = 2.86
use_met2_pct = 5.43
grt_usage_pct = 4.11
antenna_found_initial = 0
use_met1_pct = 5.69
grt_max_degree = 14

[clock_network]
cts_buffer_depth = 2
cts_hold_buffers = 0
ctsResizeCount = 0
clk_latency_ns = 0.24
clk_pin_slew_worst_paths_ns = 0.06
numCtsBuffers = 3
postCtsSetupRepairBufs = 0
cts.sinks = 15
cts-htree-levels = 1
root_buffer = clkbuf_8
cts_tree = built

[finish]
lay_top_cells = 18 x clkdlybuf4s50_1, 14 x edfxtp_1, 8 x nand2_1
layout_top_cell = clkdlybuf4s50_1
final_cell_count_no_fill = 163
drive_gt1_share_pct = 11.8
stdcell_area_um2 = 1130
syn2layout_area_growth_pct = 38.0
final_core_util_pct = 21.9

[flow_run]
warning_count = 27
max-cap-violations = 0

[hold_path]
hold_class = reg2reg
where the power goes:
part           switching [mW]  internal (mW)  total [mW]
Sequential             0.0137          0.229       0.243
Combinational          0.0219         0.0348      0.0568
Clock                  0.0621         0.0859       0.148
worst max-delay path, stage by stage:
cell and delay (ns):
clkdlybuf4s50_1 0.76, inv_1 0.16, a221oi_2 0.62
flip-flops by register name, summed over array words and instances, names as in the netlist:
register  count
clk1          1
s1            4
m10           3
m1            4
s10           3
Yosys cell counts:
cell	n
edfxtp_1	14
xnor2_1	2
or3b_2	2
nand2b_1	3
nand3_1	3
nor3_1	2
a31oi_1	2
xor2_1	1
a21oi_1	6
nand2_1	8
or3_2	1
nand4b_1	2
dfxtp_1	1
a221oi_2	1
buf_1	1
o21ai_0	1
nor2_1	6
nand4b_4	1
or3_1	1
or2_2	1
ha_1	4
inv_1	4
or3b_1	2
and3b_2	1
nand3b_1	2
metal layers:
layer	vias to the layer above	share of wire, %
met5	-	0
met4	0	0
met3	0	12
met2	15	39
met1	273	48
li1	308	-
area by class of cell:
type                       count  area (um2)
clock buffer                   3        41.3
clock inverter                 1        5.00
fill                         578        4010
inverter                       4        15.0
multi-input combinational     52         357
sequential                    15         440
tap                           70        87.6
timing repair buffer          18         180
kinds of logic (layout without fill, tap and decap cells):
| group | count (synthesis) | count (layout) | synth area share [%] |
|---|---|---|---|
| AND-OR/OR-AND | 10 | 10 | 7.67 |
| adder cells (fa/ha/maj) | 4 | 4 | 6.14 |
| XOR/XNOR | 3 | 3 | 3.22 |
| buffers and inverters | 5 | 26 | 2.30 |
| flip-flops | 15 | 15 | 54.0 |
| AND/OR/NAND/NOR | 35 | 35 | 26.7 |
path summary, 6_finish.rpt:
| check | startpoint | endpoint | slack [ns] | cells after the start |
|---|---|---|---|---|
| worst max-delay path | rst | m10[1]$_SDFFCE_PP0P_ | 0.90 | 3 |
| worst min-delay path | clk1$_DFF_P_ | clk1$_DFF_P_ | 0.39 | 1 |
| worst max register to register | s1[1]$_SDFFCE_PP0P_ | m10[1]$_SDFFCE_PP0P_ | 0.96 | 5 |
| worst min register to register | clk1$_DFF_P_ | clk1$_DFF_P_ | 0.39 | 1 |
Power figures rest on the tool's default switching activity, not on a simulated workload.
